## design/flow/run.sh

```bash
#!/bin/bash
# OpenROAD 26Q1-2900-gdf79404cd8, Yosys 0.63+post, stock flow scripts
make -C /OpenROAD-flow-scripts/flow DESIGN_CONFIG=/design/flow/config.mk WORK_HOME=/design/flow/orfs finish
```

## design/flow/config.mk

```make
export PLATFORM = sky130hd
export DESIGN_NAME = up_display
export DESIGN_NICKNAME = up_display
export VERILOG_FILES = /design/flow/design.v
export SDC_FILE = /design/flow/constraint.sdc
export NUM_CORES = 4
export LEC_CHECK = 1
export CORE_UTILIZATION = 30
```

## design/flow/constraint.sdc

```tcl
current_design up_display

set clk_period 3.3
set clk_io_pct 0.2

create_clock -name clk0 -period $clk_period [get_ports {clk}]

set non_clock_inputs [all_inputs -no_clocks]
set_input_delay [expr $clk_period * $clk_io_pct] -clock clk0 $non_clock_inputs
set_output_delay [expr $clk_period * $clk_io_pct] -clock clk0 [all_outputs]
```

## design/flow/design.v

```verilog
module up_display(clk,cathode,anode);
  input clk;
  output reg [6:0] cathode;
  output reg [3:0]anode;
  reg [25:0] counter,counter1;
  reg new_clk,new_clk1;
  reg x;
  reg [3:0] out1,out2;
  reg [6:0] s1,s2;
        always@(posedge clk)
        if(counter1==25000000)
          begin
            counter1<=0;
            new_clk1<=1;
          end
          else
          begin
            counter1<=counter1+1;
            new_clk1<=0;
          end
        always@(posedge new_clk1)
        if(out1<10)
          out1=out1+1;
          else out1=0;
        always@(posedge new_clk1)
        if(out2<6)
          begin
              case(out2)
                  0:begin
                  s2=7'b1000000;
              case(out1)
                  0:s1=7'b1000000;
                  1:s1=7'b1111001;
                  2:s1=7'b0100100;
                  3:s1=7'b0110000;
                  4:s1=7'b0011001;
                  5:s1=7'b0010010;
                  6:s1=7'b0000010;
                  7:s1=7'b0111000;
                  8:s1=7'b0000000;
                  9:s1=7'b0011000;
              endcase
          end
                  1:begin
                  s2=7'b1111001;
              case(out1)
                  0:s1=7'b1000000;
                  1:s1=7'b1111001;
                  2:s1=7'b0100100;
                  3:s1=7'b0110000;
                  4:s1=7'b0011001;
                  5:s1=7'b0010010;
                  6:s1=7'b0000010;
                  7:s1=7'b0111000;
                  8:s1=7'b0000000;
                  9:s1=7'b0011000;
              endcase
        end
                  2:begin
                  s2=7'b0100100;
               case(out1)
                  0:s1=7'b1000000;
                  1:s1=7'b1111001;
                  2:s1=7'b0100100;
                  3:s1=7'b0110000;
                  4:s1=7'b0011001;
                  5:s1=7'b0010010;
                  6:s1=7'b0000010;
                  7:s1=7'b0111000;
                  8:s1=7'b0000000;
                  9:s1=7'b0011000;
              endcase
        end
                3:begin
                s2=7'b0110000;
              case(out1)
                0:s1=7'b1000000;
                1:s1=7'b1111001;
                2:s1=7'b0100100;
                3:s1=7'b0110000;
                4:s1=7'b0011001;
                5:s1=7'b0010010;
                6:s1=7'b0000010;
                7:s1=7'b0111000;
                8:s1=7'b0000000;
                9:s1=7'b0011000;
              endcase
        end
              4:begin
              s2=7'b0011001;
           case(out1)
              0:s1=7'b1000000;
              1:s1=7'b1111001;
              2:s1=7'b0100100;
              3:s1=7'b0110000;
              4:s1=7'b0011001;
              5:s1=7'b0010010;
              6:s1=7'b0000010;
              7:s1=7'b0111000;
              8:s1=7'b0000000;
              9:s1=7'b0011000;
            endcase
        end
              5:begin
              s2=7'b0010010;
           case(out1)
              0:s1=7'b1000000;
              1:s1=7'b1111001;
              2:s1=7'b0100100;
              3:s1=7'b0110000;
              4:s1=7'b0011001;
              5:s1=7'b0010010;
              6:s1=7'b0000010;
              7:s1=7'b0111000;
              8:s1=7'b0000000;
              9:s1=7'b0011000;
           endcase
        end
              6:begin
              s2=7'b0000010;
              s2=7'b1000000;
              end
           endcase
              out2=out2+1;
              end
              else out2=0;
        always@(posedge clk)
            if(counter==125000)
            begin
                counter<=0;
                new_clk<=1;
            end
            else
            begin
                counter<=counter+1;
                new_clk<=0;
            end
        always@(posedge new_clk)
            begin
            case(x)
            0:begin
                cathode=s1;
                anode=4'b1110;
            end
            1:begin
                cathode=s2;
                anode=4'b1101;
            end
            endcase
                x=x+1;
            end
endmodule
```

==> notes.md <==
Results of the implementation run.

The run finished with clean final reports. In this run the cell area of the synthesized design comes to 3720 sq um. The final instance area is slightly above 4000 sq um. After synthesis, the netlist uses between 50 and 60 different library cells. For this block, the initial DRC count from the detailed router was about 120. The register area is 1810 sq um.

The half-perimeter wire length after detailed placement is about 4.2 mm. The core utilization before placement came out at a little under a third. The total cell area at the placement stage came out at just under 4000 sq um. The number of register bits inferred by synthesis is 84.

Input and output buffers added on the ports amount to 9. The relative contribution of combinational cells to total power is 0%. The worst hold path cell count came out at 1. The endpoint kind of the worst setup timing path is a register. The root buffer cell chosen for the clock tree is sky130_fd_sc_hd__clkbuf_16. At the end of routability-driven placement, the weighted congestion stood at around 0.84. The total design power came out at about 1.2 mW. The overall chip area is ~13000 sq um.

The number of hold-slack violations in the final timing report came out at 0. The flow reports an fmax of 0.498 GHz. The highest metal layer carrying signal wires in the routed design is met4. The timer found 30 register pins that no clock reaches; their paths are not timed. The count of buffers added by post-CTS timing repair for setup came out at 0.

Setup repair after global routing left no endpoint under its margin. The most used flip-flop cell after synthesis is sky130_fd_sc_hd__dfxtp_1. Clock latency on the worst-skew pair, taken at its later pin, is around 0.29 ns. The number of detailed-route iterations in the first pass came out at 4.

~50 endpoints have no timing constraint. The I/O pin count is 12. The power share of the clock group came out at between 40% and 50%. The kind of start point of the critical path is a register.

The row count came out at 40. The number of gates given a new drive strength after cts came out at 0. The utilization of the core after routing came out at between 30% and 40%. TritonRoute output was used to compute an average wire per cell of ~11 um. The area taken by multi-input combinational cells is reported as about 1800 sq um. The number of buffers added to fix hold violations after cts came out at 0.

The async set or reset register ratio after synthesis came out at 0%. Per the breakdown, switching nets consume approximately a fifth of all power. The flop-to-flop setup slack came out at roughly 1.3 ns. Between the synthesized netlist and the finished layout, the area growth was recorded as 10.5%.

Per the detail_route report, vias per standard cell equal ~4.6. The worst path required time is between 3 and 4 ns. Per the power-grid run, VDD falls by no more than between 0.0002 and 0.00025 V. The leakage power came out at about 1.4 nW. Per the post-route antenna check, the number of violating nets is 0. For this block, wires on met1 add up to between 3 and 4 mm. The count of inserted antenna diode cells is 0.

The worst register-to-register path has a depth of 4. The total wire length after detailed routing is just under 6 mm. For the final database, setup skew stands at around 0.012 ns. The transition time of the tightest slew-check pin is ~0.81 ns. Per the hold report, the tightest min-delay path originates at counter[25].

The pin count of the biggest net entering global routing is 22. The worst path needs 2.01 ns of the cycle, external delays included. The class of the tightest hold or removal check is reg -> reg. The synthesized chip area reported by yosys came out at 3720 sq um. The class of the most critical setup path is reg -> reg.

The total track usage is under 10%. The horizontal die dimension reported for this design is ~110 um. Per the post-synthesis report, the number of cells in the design is approximately 380.

The vertical die dimension reported for this design is 113 um. The net switching power in the latest report is 0.233 mW. The warning tally printed by Yosys for this design is 1. The number of max-slew violations in the final report came out at 0. The worst-case clock buffer depth came out at 2. The number of cell instances after yosys synthesis came out at 382.

According to the timing report, the arrival time at the worst endpoint equals around 2.2 ns. The clock buffer count from CTS is 5. The final-layout setup total negative slack is 0 ns. The initial antenna violation count is 0.

The total of fill cells in the finished design is 1196. The stage-log warning count is 33. Summed over all nets, wire length on met2 after detailed routing comes to between 2 and 2.5 mm.

In this run the worst path has a maximum fanout of 12. Across the run, the number of max-cap violations was 0. The clock transition at the registers of the reported paths is around 0.07 ns. Looking at the clock tree report, the H-tree level count equals 2. The total met3 wirelength after detailed routing is about 110 um. Per the slew report, the remaining headroom to the max-slew limit stands at between 40 and 50%.

The number of enable-type register cells in the synthesized netlist came out at 13. The total number of vias is ~2500. The endpoint of the worst-slack reg-to-reg timing path is counter1[24]. Per the GRT congestion report, total overflow comes to 0.

The register area share after synthesis is between 40% and 50%. The core region is 12100 sq um. The startpoint of the worst-slack reg-to-reg timing path is counter1[3].

Dividing the final minimum period by the clock period gives between 60% and 70%. The sequential group share of total power came out at roughly 56%. The clock tree from TritonCTS is yes. The final-report setup violation count came out at 0. The first global-routing pass estimated approximately 10 mm of wire. Cells with a size suffix above 1 make up 6.94% of the layout.

The power per cell area came out at around 280 nW/um^2. For reference, the critical path is launched at counter1[3]. The final routed DRC violation total is 0. The final instance count without filler cells is approximately 560. The average cell area after synthesis is 9.74 sq um. The capture point of the critical path is counter1[24]. The total instance count after detailed placement came out at 549. The via count of the first global-routing pass came out at between 2000 and 2500. The internal power came out at between 0.9 and 1 mW.
==> registers in the layout (all words and copies together) (netlist names) <==
name      flops
new_clk1      1
s1            7
cathode       7
out2          4
s2            6
counter1     26
anode         2
new_clk       1
out1          4
counter      26
==> cells in the mapped netlist (3+ instances only) <==
master,count,area (sq um)
sky130_fd_sc_hd__a21oi_1,11,55.1
sky130_fd_sc_hd__and2_1,9,56.3
sky130_fd_sc_hd__and3_1,7,43.8
sky130_fd_sc_hd__and4_1,7,61.3
sky130_fd_sc_hd__buf_4,4,30.0
sky130_fd_sc_hd__clkbuf_1,5,18.8
sky130_fd_sc_hd__dfxtp_1,71,1420
sky130_fd_sc_hd__edfxtp_1,13,390
sky130_fd_sc_hd__ha_1,12,150
sky130_fd_sc_hd__inv_1,20,75.1
sky130_fd_sc_hd__mux2_2,5,56.3
sky130_fd_sc_hd__mux2i_1,5,50.1
sky130_fd_sc_hd__nand2_1,23,86.3
sky130_fd_sc_hd__nand3_1,18,90.1
sky130_fd_sc_hd__nand4_1,21,131
sky130_fd_sc_hd__nor2_1,43,161
sky130_fd_sc_hd__nor3_1,4,20.0
sky130_fd_sc_hd__nor3b_1,3,22.5
sky130_fd_sc_hd__nor4_1,9,56.3
sky130_fd_sc_hd__o21ai_0,17,85.1
sky130_fd_sc_hd__o31ai_1,3,22.5
sky130_fd_sc_hd__xnor2_1,31,272
sky130_fd_sc_hd__xor2_1,7,61.3
==> stage by stage <==
step	hold slack (ns)	setup WS, ns
detailed placement	0.456	1.32
global placement	0.452	1.34
floorplan	0.433	1.84
CTS	0.471	1.32
finish	0.462	1.29
global route	0.501	1.19
==> worst max-delay path, stage by stage (launching register included) <==
cell                      delay (ns)
sky130_fd_sc_hd__dfxtp_1        0.36
sky130_fd_sc_hd__nor4_1         0.34
sky130_fd_sc_hd__nand4_1        0.26
sky130_fd_sc_hd__nor2_1         0.69
sky130_fd_sc_hd__o21ba_2        0.25
==> cell families after synthesis <==
logic type,Yosys count,share of synthesized area (%)
mux,10,2.86
buf+inv,31,3.56
fa+ha+maj,12,4.03
simple gates,165,25.3
compound gates,40,6.45
other cells,2,0.202
flops,84,48.7
xor+xnor,38,8.94
==> worst min path at each step <==
stage and endpoint:
4_1_cts counter[25], 5_1_grt counter1[25], 6_report counter[25]
==> power by group through the flow <==
stage	combinational [mW]	sequential, mW	clock (mW)
finish	0.000137	0.651	0.518
CTS	0.000166	0.651	0.533
global route	0.000254	0.651	0.562
==> cell type report <==
type | count | area share, %
clock buffer | 6 | 3.13
timing repair buffer | 9 | 2.19
sequential | 84 | 44.0
clock inverter | 2 | 0.395
inverter | 20 | 1.82
tap | 168 | 5.11
multi-input combinational | 268 | 43.3
==> routing by layer <==
layer  up-vias  GRT usage (%)
li1       1351              -
met1      1162           16.0
met2        23           14.7
met3         4           1.19
met4         0          0.877
met5         -              0
==> cells in the final DEF, fill, tap and decap left out, types with 4 or more instances in the layout <==
cell type and n:
sky130_fd_sc_hd__xnor2_1 31, sky130_fd_sc_hd__nor3_1 4, sky130_fd_sc_hd__o21ai_0 17, sky130_fd_sc_hd__mux2_2 5, sky130_fd_sc_hd__clkdlybuf4s50_1 9, sky130_fd_sc_hd__nor2_1 43
sky130_fd_sc_hd__and4_1 7, sky130_fd_sc_hd__mux2i_1 5, sky130_fd_sc_hd__nor4_1 9, sky130_fd_sc_hd__a21oi_1 11, sky130_fd_sc_hd__edfxtp_1 13, sky130_fd_sc_hd__and2_1 9
sky130_fd_sc_hd__inv_1 20, sky130_fd_sc_hd__xor2_1 7, sky130_fd_sc_hd__ha_1 12, sky130_fd_sc_hd__nand4_1 21, sky130_fd_sc_hd__nand2_1 23, sky130_fd_sc_hd__and3_1 7
sky130_fd_sc_hd__dfxtp_1 71, sky130_fd_sc_hd__clkbuf_16 5, sky130_fd_sc_hd__nand3_1 18
Power is estimated from default activity; no workload was simulated.
